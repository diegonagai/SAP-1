[flow/config.mk]
export PLATFORM = sky130hd
export DESIGN_NAME = top
export DESIGN_NICKNAME = top
export VERILOG_FILES = /design/flow/design.v
export SDC_FILE = /design/flow/constraint.sdc
export NUM_CORES = 4
export LEC_CHECK = 1
export CORE_AREA = 10 10 113 113
export DIE_AREA = 0 0 123 123
export SYNTH_HDL_FRONTEND = slang
[flow/constraint.sdc]
current_design top

set clk_period 5.7
set clk_io_pct 0.2

create_clock -name clk0 -period $clk_period [get_ports {clock}]

set non_clock_inputs [all_inputs -no_clocks]
set_input_delay [expr $clk_period * $clk_io_pct] -clock clk0 $non_clock_inputs
set_output_delay [expr $clk_period * $clk_io_pct] -clock clk0 [all_outputs]
[flow/design.v]
module alu (input  wire [7:0] in_a,
            input  wire [7:0] in_b,
            input  wire       add_sub,
            output wire [7:0] out_alu);
assign out_alu = add_sub ? in_a - in_b : in_a + in_b;
endmodule 
module bus_mux (input  wire [7:0] in_pc,
                input  wire [7:0] in_mem,
                input  wire [7:0] in_ir,
                input  wire [7:0] in_ar,
                input  wire [7:0] in_alu,
                input  wire       enable_pc,
                input  wire       enable_mem,
                input  wire       enable_ir,
                input  wire       enable_ar,
                input  wire       enable_alu,
                output wire [7:0] out_bmux);
assign out_bmux = enable_pc  ? in_pc  :
                  enable_mem ? in_mem : 
                  enable_ir  ? in_ir  :
                  enable_ar  ? in_ar  :
                  enable_alu ? in_alu : 0;
endmodule 
module control_unit (input  wire        clock,
                     input  wire        reset,
                     input  wire [3:0]  in_control_unit,
                     output reg  [11:0] control_word);
reg  [3:0] instruction_step;
always @ (negedge clock or negedge reset) begin
  if(!reset)
    instruction_step <= 0;
  else if (instruction_step < 4)
    instruction_step <= instruction_step + 1;
  else
    instruction_step <= 0;
end
always @(in_control_unit, instruction_step)
  case({in_control_unit, instruction_step}) 
    8'h00: control_word = 12'h600;
    8'h01: control_word = 12'h980;
    8'h02: control_word = 12'h240;
    8'h03: control_word = 12'h120;
    8'h04: control_word = 12'h000;
    8'h10: control_word = 12'h600;
    8'h11: control_word = 12'h980;
    8'h12: control_word = 12'h240;
    8'h13: control_word = 12'h102;
    8'h14: control_word = 12'h024;
    8'h20: control_word = 12'h600;
    8'h21: control_word = 12'h980;
    8'h22: control_word = 12'h240;
    8'h23: control_word = 12'h10A;
    8'h24: control_word = 12'h02C;
    8'h70: control_word = 12'h600;
    8'h71: control_word = 12'h980;
    8'h72: control_word = 12'h011;
    8'h73: control_word = 12'h000;
    8'h74: control_word = 12'h000;
    8'hF0: control_word = 12'h600;
    8'hF1: control_word = 12'h980;
    8'hF2: control_word = 12'h000;
    8'hF3: control_word = 12'h000;
    8'hF4: control_word = 12'h000;
  default: control_word = 12'h000;
  endcase
endmodule
module memory_16x8 (input  wire [3:0] in_mem,
                    output wire [7:0] out_mem);
reg [7:0] ram [15:0];
  initial $readmemh ("firmware/firmware.txt", ram);
assign out_mem = ram[in_mem];
endmodule 
module program_counter (input  wire      clock,
                        input  wire      reset,
                        input  wire      load_pc,
                        output reg [3:0] out_pc);
always @ (posedge clock or negedge reset) begin
  if(!reset)
    out_pc <= 0;
  else if(load_pc)
    out_pc <= out_pc + 1;
  else
    out_pc <= out_pc; 
end
endmodule
module register (input  wire       clock,
                 input  wire       reset,
                 input  wire       load,
                 input  wire [7:0] in_reg,
                 output reg  [7:0] out_reg);
always @ (posedge clock or negedge reset) begin
  if(!reset)
    out_reg <= 0;
  else if(load)
    out_reg <= in_reg;
  else
    out_reg <= out_reg; 
end
endmodule 
module top (input  wire       clock,
            input  wire       reset,
            output wire [7:0] out);
wire [11:0] control_word;
wire [7:0]  out_pc;
wire [7:0]  out_mar;
wire [7:0]  out_mem;
wire [7:0]  out_ir;
wire [7:0]  out_ar;
wire [7:0]  out_br;
wire [7:0]  out_alu;
wire [7:0]  out_bmux;
program_counter PC (.clock           (clock),
                    .reset           (reset),
                    .load_pc         (control_word[11]),
                    .out_pc          (out_pc));
register       MAR (.clock           (clock),
                    .reset           (reset),
                    .load            (control_word[9]), 
                    .in_reg          (out_bmux[3:0]), 
                    .out_reg         (out_mar));
memory_16x8    MEM (.in_mem          (out_mar[3:0]), 
                    .out_mem         (out_mem));
register        IR (.clock           (clock), 
                    .reset           (reset), 
                    .load            (control_word[7]), 
                    .in_reg          (out_bmux), 
                    .out_reg         (out_ir));
control_unit    CU (.clock           (clock), 
                    .reset           (reset), 
                    .in_control_unit (out_ir[7:4]), 
                    .control_word    (control_word));
register        AR (.clock           (clock), 
                    .reset           (reset),
                    .load            (control_word[5]),
                    .in_reg          (out_bmux),
                    .out_reg         (out_ar));
alu            ALU (.in_a            (out_ar), 
                    .in_b            (out_br),
                    .add_sub         (control_word[3]),
                    .out_alu         (out_alu));
register        BR (.clock           (clock), 
                    .reset           (reset), 
                    .load            (control_word[1]), 
                    .in_reg          (out_bmux), 
                    .out_reg         (out_br));
register        OR (.clock           (clock), 
                    .reset           (reset), 
                    .load            (control_word[0]), 
                    .in_reg          (out_bmux), 
                    .out_reg         (out));
bus_mux       BMUX (.in_pc           (out_pc[3:0]), 
                    .in_mem          (out_mem), 
                    .in_ir           (out_ir[3:0]), 
                    .in_ar           (out_ar), 
                    .in_alu          (out_alu), 
                    .enable_pc       (control_word[10]), 
                    .enable_mem      (control_word[8]), 
                    .enable_ir       (control_word[6]), 
                    .enable_ar       (control_word[4]), 
                    .enable_alu      (control_word[2]), 
                    .out_bmux        (out_bmux));
endmodule 
[flow/run.sh]
#!/bin/bash
# OpenROAD 26Q1-2900-gdf79404cd8, Yosys 0.63+post, stock flow scripts
make -C /OpenROAD-flow-scripts/flow DESIGN_CONFIG=/design/flow/config.mk WORK_HOME=/design/flow/orfs finish
==> results.json <==
{
  "finalHoldViolations": 0,
  "reg2reg_from": "CU.instruction_step[3]$_DFF_NN0_",
  "hold_ws_ps": 471,
  "initial_utilization": 0.225,
  "clock-root-buffer": "clkbuf_8",
  "synth.most_common_cell": "dfrtp_1",
  "rows": 37,
  "grt.overflow.total": 0,
  "min_path_cells": 2,
  "cp.arrival_ps": 5920,
  "edf_count": 0,
  "slew_headroom": 0.451,
  "power_density_nw_per_um2": 278,
  "io_pins": 10,
  "chipArea_um2": 15100,
  "slowest_delay_ps": 430,
  "setup_viol": 3,
  "cp_max_fo": 4,
  "wl_um": 5200,
  "cts_inserted_buffers": 5,
  "synth_area_per_cell_um2": 10.1,
  "grt_max_degree": 26,
  "status": "finished, violations left",
  "setup_slack_ps": -18.3,
  "drv_cap": 0,
  "rsz0062_at_grt": "true",
  "ys_types": 51,
  "route.detailed.drc": 0,
  "num-fill-cells": 1067,
  "cts_sinks": 40,
  "antenna_left": 0,
  "r2r_slack_ps": -20,
  "vias": 1818,
  "skew_ps": 11.1,
  "flop_cell": "dfrtp_1",
  "ys_area_um2": 2320,
  "crit_type": "register to register",
  "yosysTopAreaCell": "dfrtp_1",
  "cts_tree": "done",
  "design_area_um2": 2860,
  "worst_setup_path_start_kind": "register",
  "p_leak_nw": 1.24,
  "min_to": "OR.out_reg[4]$_DFFE_PN0P_",
  "top_area_frac": 0.388,
  "clk_latency_ps": 300,
  "cts-hold-fix-buffers": 0,
  "dp_hpwl_um": 3840,
  "rr_worst_depth": 12,
  "cp_slowest_cell": "or3_4",
  "vias_per_cell": 4.63,
  "violations": "negative setup slack",
  "dp_slack_ps": -41.9,
  "drt_iter0_drc": 108,
  "synth_seq_share": 0.431,
  "postSynthCellCount": 229,
  "peakVddDrop_v": 0.000145,
  "grt_pass1_wl_um": 8820,
  "core-area_um2": 10300,
  "area_leaders": "dfrtp_1 39%, ha_1 7.0%, dfrtn_1 4.3%",
  "ys_ff": 40,
  "die_h_um": 123,
  "post_drt_wl_per_cell_um": 13.2,
  "syn_to_final_growth_pct": 23.4,
  "grt_antenna_before_repair": 0,
  "warning_count": 29,
  "grt_usage": 0.0715,
  "r2r-end": "AR.out_reg[5]$_DFFE_PN0P_",
  "cts.clk_slew.worst_paths_ps": 80,
  "yosysWarnings": 0,
  "fp.dieW_um": 123,
  "placed_area_um2": 2640,
  "port_buffers": 9,
  "htreeDepth": 2,
  "yosys-stat-cells": 229,
  "hp-class": "register to register",
  "grt_pass1_vias": 1737,
  "syn-cell-area_um2": 2320,
  "worst_pin_slew_ps": 819,
  "clockBufferDepth": 2,
  "drive_gt1_frac": 0.210,
  "crit_chain": "or3b_4, or3_4, nor2_2, a21o_1, inv_2, ha_4, nor2b_4, o31a_1, buf_4, o21a_1, o21a_1, o31ai_1",
  "critPathCaptureType": "register",
  "synthArstFlopShare": 1.00,
  "worst_path_most_repeated_cell": "o21a_1",
  "gp_congestion": 0.894,
  "hold_start": "OR.out_reg[4]$_DFFE_PN0P_",
  "total_power_mw": 0.796,
  "tns_ps": -51.5,
  "finalMaxSlewViolations": 0,
  "antenna_cells": 0,
  "first_pass_iters": 4,
  "synthTopCellsByCount": "36 x dfrtp_1, 17 x a21oi_1, 17 x nand2_1, 14 x nor2_1, 13 x ha_1",
  "crit_required_ps": 5900
}
-- worst max path at each step --
stage,from,to,slack (ps),depth (start not counted)
after global routing,CU.instruction_step[3]$_DFF_NN0_,BR.out_reg[3]$_DFFE_PN0P_,-140,11
after CTS,CU.instruction_step[3]$_DFF_NN0_,BR.out_reg[3]$_DFFE_PN0P_,30,11
final,CU.instruction_step[3]$_DFF_NN0_,AR.out_reg[5]$_DFFE_PN0P_,-20,12
-- kinds of logic (layout without fill, tap and decap cells) --
| group | count (synthesis) | in the layout | share of synthesized area |
|---|---|---|---|
| compound gates | 71 | 71 | 0.216 |
| xor+xnor | 12 | 12 | 0.0453 |
| fa+ha+maj | 14 | 14 | 0.0788 |
| buf+inv | 14 | 42 | 0.0334 |
| flops | 40 | 40 | 0.431 |
| mux | 8 | 8 | 0.0378 |
| other cells | 1 | 1 | 0.00162 |
| simple gates | 69 | 69 | 0.155 |
-- cells in the final DEF, fill, tap and decap left out, types with 2 or more instances in the layout --
master            n
or4_1             2
or3_1             2
inv_1             6
a22o_1            4
ha_1             10
xnor2_1           6
mux2_1            2
a211oi_2          3
clkbuf_8          6
nor4_1            3
dfrtn_1           4
mux2_2            4
dfrtp_1          36
nand4b_1          2
o21ai_0          10
buf_4            17
o211a_1           2
ha_2              2
nand2_1          17
o31ai_1           2
xor2_1            6
nor2_1           13
o22a_1            4
o21ai_2           3
a21oi_1          17
and3_1            2
nor2b_1           2
nor3_1            6
o31a_1            3
and2_1            6
o21a_1            7
o211ai_1          2
nand3_1           2
a32o_1            3
clkdlybuf4s50_1   8
a21o_1            3
-- through the flow --
| step | instances | util |
|---|---|---|
| floorplan | 229 | - |
| global placement | 382 | 0.255 |
| detailed placement | 382 | 0.255 |
| CTS | 390 | 0.268 |
| global route | 393 | 0.277 |
| finish | 393 | 0.277 |
-- metal layers --
metal,vias to the layer above,wire [um],track usage
met5,-,0,0
met4,0,59,0.00801
met3,8,293,0.0199
met2,33,2030,0.0974
met1,882,2820,0.114
li1,895,-,-
-- report_power, final --
| group | internal [mW] | switching (mW) | total, mW |
|---|---|---|---|
| combinational | 0.0968 | 0.0961 | 0.193 |
| sequential | 0.319 | 0.0384 | 0.357 |
| clock | 0.143 | 0.102 | 0.246 |
| total | 0.559 | 0.237 | 0.796 |
-- critical path: cells and delay by family (launching register included) --
kind                     cells  cell delay, ps
flip-flops                   1             350
buffers and inverters        2             200
adder cells (fa/ha/maj)      1             200
AND/OR/NAND/NOR              4            1040
AND-OR/OR-AND                5             980
-- cell type report --
type,count,area (um^2),share of cell area
timing repair buffer,27,224,0.0783
multi-input combinational,175,1320,0.461
inverter,7,26.3,0.00918
clock buffer,6,82.6,0.0289
clock inverter,2,38.8,0.0136
sequential,40,1000,0.350
tap,136,170,0.0595
-- what timing repair did --
| item | CTS | global route |
|---|---|---|
| pin swaps | 1 | 12 |
| buffers inserted | 0 | 3 |
| endpoints found under the hold margin | 0 | 0 |
| cloned | 0 | 0 |
| resized | 1 | 19 |
| endpoints found under the setup margin | 3 | 13 |
